$ cat /design/flow/config.mk
export PLATFORM = sky130hd
export DESIGN_NAME = shift_right_32b
export DESIGN_NICKNAME = shift_right_32b
export VERILOG_FILES = /design/flow/design.v
export SDC_FILE = /design/flow/constraint.sdc
export NUM_CORES = 4
export LEC_CHECK = 1
export CORE_UTILIZATION = 30
$ cat /design/flow/constraint.sdc
current_design shift_right_32b

set clk_period 8.1
set clk_io_pct 0.2

create_clock -name clk0 -period $clk_period

set non_clock_inputs [all_inputs -no_clocks]
set_input_delay [expr $clk_period * $clk_io_pct] -clock clk0 $non_clock_inputs
set_output_delay [expr $clk_period * $clk_io_pct] -clock clk0 [all_outputs]
$ cat /design/flow/design.v
`timescale 1ns / 1ps
module shift_right_arith_32b
(
  input  logic [31:0] in,
  input  logic [ 4:0] shamt,
  output logic [31:0] out
);
  logic [31:0][31:0] mux_i;
  always_comb begin
      integer i;
      for (i =  0; i < 32; i = i + 1) begin
           mux_i[i] = in >>> (i);     
      end
  end
  mux32to1_1b b31 (.D( mux_i[31] ), .sel( shamt ), .Y( out[31] ));
  mux32to1_1b b30 (.D( mux_i[30] ), .sel( shamt ), .Y( out[30] ));
  mux32to1_1b b29 (.D( mux_i[29] ), .sel( shamt ), .Y( out[29] ));
  mux32to1_1b b28 (.D( mux_i[28] ), .sel( shamt ), .Y( out[28] ));
  mux32to1_1b b27 (.D( mux_i[27] ), .sel( shamt ), .Y( out[27] ));
  mux32to1_1b b26 (.D( mux_i[26] ), .sel( shamt ), .Y( out[26] ));
  mux32to1_1b b25 (.D( mux_i[25] ), .sel( shamt ), .Y( out[25] ));
  mux32to1_1b b24 (.D( mux_i[24] ), .sel( shamt ), .Y( out[24] ));
  mux32to1_1b b23 (.D( mux_i[23] ), .sel( shamt ), .Y( out[23] ));
  mux32to1_1b b22 (.D( mux_i[22] ), .sel( shamt ), .Y( out[22] ));
  mux32to1_1b b21 (.D( mux_i[21] ), .sel( shamt ), .Y( out[21] ));
  mux32to1_1b b20 (.D( mux_i[20] ), .sel( shamt ), .Y( out[20] ));
  mux32to1_1b b19 (.D( mux_i[19] ), .sel( shamt ), .Y( out[19] ));
  mux32to1_1b b18 (.D( mux_i[18] ), .sel( shamt ), .Y( out[18] ));
  mux32to1_1b b17 (.D( mux_i[17] ), .sel( shamt ), .Y( out[17] ));
  mux32to1_1b b16 (.D( mux_i[16] ), .sel( shamt ), .Y( out[16] ));
  mux32to1_1b b15 (.D( mux_i[15] ), .sel( shamt ), .Y( out[15] ));
  mux32to1_1b b14 (.D( mux_i[14] ), .sel( shamt ), .Y( out[14] ));
  mux32to1_1b b13 (.D( mux_i[13] ), .sel( shamt ), .Y( out[13] ));
  mux32to1_1b b12 (.D( mux_i[12] ), .sel( shamt ), .Y( out[12] ));
  mux32to1_1b b11 (.D( mux_i[11] ), .sel( shamt ), .Y( out[11] ));
  mux32to1_1b b10 (.D( mux_i[10] ), .sel( shamt ), .Y( out[10] ));
  mux32to1_1b  b9 (.D( mux_i[ 9] ), .sel( shamt ), .Y( out[ 9] ));
  mux32to1_1b  b8 (.D( mux_i[ 8] ), .sel( shamt ), .Y( out[ 8] ));
  mux32to1_1b  b7 (.D( mux_i[ 7] ), .sel( shamt ), .Y( out[ 7] ));
  mux32to1_1b  b6 (.D( mux_i[ 6] ), .sel( shamt ), .Y( out[ 6] ));
  mux32to1_1b  b5 (.D( mux_i[ 5] ), .sel( shamt ), .Y( out[ 5] ));
  mux32to1_1b  b4 (.D( mux_i[ 4] ), .sel( shamt ), .Y( out[ 4] ));
  mux32to1_1b  b3 (.D( mux_i[ 3] ), .sel( shamt ), .Y( out[ 3] ));
  mux32to1_1b  b2 (.D( mux_i[ 2] ), .sel( shamt ), .Y( out[ 2] ));
  mux32to1_1b  b1 (.D( mux_i[ 1] ), .sel( shamt ), .Y( out[ 1] ));
  mux32to1_1b  b0 (.D( mux_i[ 0] ), .sel( shamt ), .Y( out[ 0] ));
endmodule: shift_right_arith_32b
module shift_right_32b
(
  input  logic [31:0] in,
  input  logic [ 4:0] shamt,
  output logic [31:0] out
);
  logic [31:0][31:0] mux_i;
  always_comb begin
      integer i;
      for (i =  0; i < 32; i = i + 1) begin
           mux_i[i] = in >> (i);     
      end
  end
  mux32to1_1b b31 (.D( mux_i[31] ), .sel( shamt ), .Y( out[31] ));
  mux32to1_1b b30 (.D( mux_i[30] ), .sel( shamt ), .Y( out[30] ));
  mux32to1_1b b29 (.D( mux_i[29] ), .sel( shamt ), .Y( out[29] ));
  mux32to1_1b b28 (.D( mux_i[28] ), .sel( shamt ), .Y( out[28] ));
  mux32to1_1b b27 (.D( mux_i[27] ), .sel( shamt ), .Y( out[27] ));
  mux32to1_1b b26 (.D( mux_i[26] ), .sel( shamt ), .Y( out[26] ));
  mux32to1_1b b25 (.D( mux_i[25] ), .sel( shamt ), .Y( out[25] ));
  mux32to1_1b b24 (.D( mux_i[24] ), .sel( shamt ), .Y( out[24] ));
  mux32to1_1b b23 (.D( mux_i[23] ), .sel( shamt ), .Y( out[23] ));
  mux32to1_1b b22 (.D( mux_i[22] ), .sel( shamt ), .Y( out[22] ));
  mux32to1_1b b21 (.D( mux_i[21] ), .sel( shamt ), .Y( out[21] ));
  mux32to1_1b b20 (.D( mux_i[20] ), .sel( shamt ), .Y( out[20] ));
  mux32to1_1b b19 (.D( mux_i[19] ), .sel( shamt ), .Y( out[19] ));
  mux32to1_1b b18 (.D( mux_i[18] ), .sel( shamt ), .Y( out[18] ));
  mux32to1_1b b17 (.D( mux_i[17] ), .sel( shamt ), .Y( out[17] ));
  mux32to1_1b b16 (.D( mux_i[16] ), .sel( shamt ), .Y( out[16] ));
  mux32to1_1b b15 (.D( mux_i[15] ), .sel( shamt ), .Y( out[15] ));
  mux32to1_1b b14 (.D( mux_i[14] ), .sel( shamt ), .Y( out[14] ));
  mux32to1_1b b13 (.D( mux_i[13] ), .sel( shamt ), .Y( out[13] ));
  mux32to1_1b b12 (.D( mux_i[12] ), .sel( shamt ), .Y( out[12] ));
  mux32to1_1b b11 (.D( mux_i[11] ), .sel( shamt ), .Y( out[11] ));
  mux32to1_1b b10 (.D( mux_i[10] ), .sel( shamt ), .Y( out[10] ));
  mux32to1_1b  b9 (.D( mux_i[ 9] ), .sel( shamt ), .Y( out[ 9] ));
  mux32to1_1b  b8 (.D( mux_i[ 8] ), .sel( shamt ), .Y( out[ 8] ));
  mux32to1_1b  b7 (.D( mux_i[ 7] ), .sel( shamt ), .Y( out[ 7] ));
  mux32to1_1b  b6 (.D( mux_i[ 6] ), .sel( shamt ), .Y( out[ 6] ));
  mux32to1_1b  b5 (.D( mux_i[ 5] ), .sel( shamt ), .Y( out[ 5] ));
  mux32to1_1b  b4 (.D( mux_i[ 4] ), .sel( shamt ), .Y( out[ 4] ));
  mux32to1_1b  b3 (.D( mux_i[ 3] ), .sel( shamt ), .Y( out[ 3] ));
  mux32to1_1b  b2 (.D( mux_i[ 2] ), .sel( shamt ), .Y( out[ 2] ));
  mux32to1_1b  b1 (.D( mux_i[ 1] ), .sel( shamt ), .Y( out[ 1] ));
  mux32to1_1b  b0 (.D( mux_i[ 0] ), .sel( shamt ), .Y( out[ 0] ));
endmodule: shift_right_32b
module shift_left_32b
(
  input  logic [31:0] in,
  input  logic [ 4:0] shamt,
  output logic [31:0] out
);
  logic [31:0][31:0] mux_i;
  logic [31:0] mux_temp;
  always_comb begin
      integer i;
      for (i =  0; i < 32; i = i + 1) begin
           mux_i[i] = mux_temp >> (31-i);     
      end
  end
  genvar i;
  generate
      for (i = 0; i < 32; i = i + 1) begin: bit_reverse
          assign mux_temp[i] = in[31 - i];
      end
  endgenerate
  mux32to1_1b b31 (.D( mux_i[31] ), .sel( shamt ), .Y( out[31] ));
  mux32to1_1b b30 (.D( mux_i[30] ), .sel( shamt ), .Y( out[30] ));
  mux32to1_1b b29 (.D( mux_i[29] ), .sel( shamt ), .Y( out[29] ));
  mux32to1_1b b28 (.D( mux_i[28] ), .sel( shamt ), .Y( out[28] ));
  mux32to1_1b b27 (.D( mux_i[27] ), .sel( shamt ), .Y( out[27] ));
  mux32to1_1b b26 (.D( mux_i[26] ), .sel( shamt ), .Y( out[26] ));
  mux32to1_1b b25 (.D( mux_i[25] ), .sel( shamt ), .Y( out[25] ));
  mux32to1_1b b24 (.D( mux_i[24] ), .sel( shamt ), .Y( out[24] ));
  mux32to1_1b b23 (.D( mux_i[23] ), .sel( shamt ), .Y( out[23] ));
  mux32to1_1b b22 (.D( mux_i[22] ), .sel( shamt ), .Y( out[22] ));
  mux32to1_1b b21 (.D( mux_i[21] ), .sel( shamt ), .Y( out[21] ));
  mux32to1_1b b20 (.D( mux_i[20] ), .sel( shamt ), .Y( out[20] ));
  mux32to1_1b b19 (.D( mux_i[19] ), .sel( shamt ), .Y( out[19] ));
  mux32to1_1b b18 (.D( mux_i[18] ), .sel( shamt ), .Y( out[18] ));
  mux32to1_1b b17 (.D( mux_i[17] ), .sel( shamt ), .Y( out[17] ));
  mux32to1_1b b16 (.D( mux_i[16] ), .sel( shamt ), .Y( out[16] ));
  mux32to1_1b b15 (.D( mux_i[15] ), .sel( shamt ), .Y( out[15] ));
  mux32to1_1b b14 (.D( mux_i[14] ), .sel( shamt ), .Y( out[14] ));
  mux32to1_1b b13 (.D( mux_i[13] ), .sel( shamt ), .Y( out[13] ));
  mux32to1_1b b12 (.D( mux_i[12] ), .sel( shamt ), .Y( out[12] ));
  mux32to1_1b b11 (.D( mux_i[11] ), .sel( shamt ), .Y( out[11] ));
  mux32to1_1b b10 (.D( mux_i[10] ), .sel( shamt ), .Y( out[10] ));
  mux32to1_1b  b9 (.D( mux_i[ 9] ), .sel( shamt ), .Y( out[ 9] ));
  mux32to1_1b  b8 (.D( mux_i[ 8] ), .sel( shamt ), .Y( out[ 8] ));
  mux32to1_1b  b7 (.D( mux_i[ 7] ), .sel( shamt ), .Y( out[ 7] ));
  mux32to1_1b  b6 (.D( mux_i[ 6] ), .sel( shamt ), .Y( out[ 6] ));
  mux32to1_1b  b5 (.D( mux_i[ 5] ), .sel( shamt ), .Y( out[ 5] ));
  mux32to1_1b  b4 (.D( mux_i[ 4] ), .sel( shamt ), .Y( out[ 4] ));
  mux32to1_1b  b3 (.D( mux_i[ 3] ), .sel( shamt ), .Y( out[ 3] ));
  mux32to1_1b  b2 (.D( mux_i[ 2] ), .sel( shamt ), .Y( out[ 2] ));
  mux32to1_1b  b1 (.D( mux_i[ 1] ), .sel( shamt ), .Y( out[ 1] ));
  mux32to1_1b  b0 (.D( mux_i[ 0] ), .sel( shamt ), .Y( out[ 0] ));
endmodule: shift_left_32b
module mux32to1_1b 
(
  input  logic [31:0] D,
  input  logic [ 4:0] sel,
  output logic Y
);
  assign Y = ( sel == 5'b00000 ) ? D[ 0] :
             ( sel == 5'b00001 ) ? D[ 1] :
             ( sel == 5'b00010 ) ? D[ 2] :
             ( sel == 5'b00011 ) ? D[ 3] :
             ( sel == 5'b00100 ) ? D[ 4] :
             ( sel == 5'b00101 ) ? D[ 5] :
             ( sel == 5'b00110 ) ? D[ 6] :
             ( sel == 5'b00111 ) ? D[ 7] :
             ( sel == 5'b01000 ) ? D[ 8] :
             ( sel == 5'b01001 ) ? D[ 9] :
             ( sel == 5'b01010 ) ? D[10] :
             ( sel == 5'b01011 ) ? D[11] :
             ( sel == 5'b01100 ) ? D[12] :
             ( sel == 5'b01101 ) ? D[13] :
             ( sel == 5'b01110 ) ? D[14] :
             ( sel == 5'b01111 ) ? D[15] :
             ( sel == 5'b10000 ) ? D[16] :
             ( sel == 5'b10001 ) ? D[17] :
             ( sel == 5'b10010 ) ? D[18] :
             ( sel == 5'b10011 ) ? D[19] :
             ( sel == 5'b10100 ) ? D[20] :
             ( sel == 5'b10101 ) ? D[21] :
             ( sel == 5'b10110 ) ? D[22] :
             ( sel == 5'b10111 ) ? D[23] :
             ( sel == 5'b11000 ) ? D[24] :
             ( sel == 5'b11001 ) ? D[25] :
             ( sel == 5'b11010 ) ? D[26] :
             ( sel == 5'b11011 ) ? D[27] :
             ( sel == 5'b11100 ) ? D[28] :
             ( sel == 5'b11101 ) ? D[29] :
             ( sel == 5'b11110 ) ? D[30] :  D[31] ;
endmodule: mux32to1_1b
$ cat /design/flow/run.sh
#!/bin/bash
# OpenROAD 26Q1-2900-gdf79404cd8, Yosys 0.63+post, stock flow scripts
make -C /OpenROAD-flow-scripts/flow DESIGN_CONFIG=/design/flow/config.mk WORK_HOME=/design/flow/orfs finish
==> results_dict.tcl <==
# metrics dict for downstream scripts
set metrics [dict create \
    grt_pass1_wl_mm 51.0 \
    grt_overflow 0 \
    max_freq_mhz 148 \
    layout-drive-gt1-share_pct 11.4 \
    crit_path_max_fanout 48 \
    setup_tns_ps 0 \
    logic_family "AND-OR/OR-AND gates" \
    grt.total_usage_pct 37.6 \
    core-area_mm2 0.0175 \
    first_iter_violations 1368 \
    p_leak_nw 1.88 \
    synth_cells 855 \
    grt_max_degree 59 \
    cts_hold_buf 0 \
    flop-count 0 \
    worstMarginPinSlew_ps 925 \
    setup_viol 0 \
    top_cell_area_share_pct 6.45 \
    ys_sh_xor_pct 0.161 \
    synthDistinctLibCells 92 \
    ys_sh_mux_pct 3.64 \
    ys_area_mm2 0.00543 \
    grt_use_met1_pct 52.3 \
    simple_gate_share_pct 29.6 \
    postRouteAntennaNets 0 \
    post-cts-setup-buffers 0 \
    gp_congestion 1.04 \
    finalHoldViolations 0 \
    finalCritPeriodShare_pct 83.6 \
    clkbuf_count 0 \
    slew_violations 0 \
    ys_cells 855 \
    required_ps 6480 \
    die_area_mm2 0.0186 \
    finalPower_uw 358 \
    rows 48 \
    ys_sh_aoi_pct 50.2 \
    chipHeight_um 137 \
    drv_cap 0 \
    placedCellCount 1050 \
    cp.arrival_ps 5150 \
    wl_mm 34.4 \
    wl_per_cell_um 32.8 \
    status "finished clean" \
    startpoint_type "input port" \
    antenna_found_initial 2 \
    dp_hpwl_mm 23.8 \
    antenna_cells 0 \
    grt_busiest_layer "met2" \
    drcViolationCount 0 \
    fin_cells 1051 \
    detailroute.via_count 8045 \
    warnings 32 \
    peakVddDrop_v 0.0000426 \
    gr-usage-met2_pct 53.4 \
    worstSetupEndpointType "output pin" \
    critical_path_class "input port to output pin" \
    syn_area_mm2 0.00543 \
    fa_ha_area_share_pct 0 \
    ctsResizeCount 0 \
    avgViaCountPerCell 7.65 \
    io_buffers 69 \
    period_needed_ps 6770 \
    grt_pass1_vias 7411 \
    die_x_um 137 \
    yosys.stat.seqShare_pct 0 \
    firstDrtPassIters 8 \
    slew_headroom_pct 37.9 \
    hp-class "input port to output pin" \
    met3_usage_pct 10.1 \
    syn_avg_cell_area_um2 6.35 \
    p_per_area_mw_per_mm2 60.8 \
    yosysTopAreaCell "o21ai_0" \
    seqCellArea_um2 0 \
    num_io_pins 69 \
    top_cells_by_area "o21ai_0 (6.5%), buf_4 (6.1%), a22oi_1 (5.8%), nand2_1 (5.5%), a21oi_1 (5.0%)" \
    ys_warn_count 1 \
    syn2layout_area_growth_pct 8.53 \
    core_util_floorplan_pct 31.1 \
    fillCellCount 1939 \
    rsz0062_at_grt "false" \
]
[area by class of cell]
type               count  area, um^2  share of cell area (%)
repair buffers       116        1020                    17.3
multi-input cells    697        4540                    77.1
inverters             13        51.3                   0.871
well taps            225         282                    4.78
[worst paths after layout]
| kind | startpoint | endpoint | slack (ps) | depth (start not counted) |
|---|---|---|---|---|
| setup / recovery | shamt[1] | out[3] | 1330 | 11 |
| hold / removal | shamt[4] | out[0] | 4310 | 5 |
[placed cells by master (no fill, tap or decap), types with 10 or more instances in the layout]
cell,n
a211oi_1,14
a31oi_1,14
nand3_1,30
clkdlybuf4s50_1,64
inv_1,10
buf_4,47
nor3_1,28
mux2i_1,13
a21oi_1,54
nor2b_1,12
nor2_1,47
a221oi_1,10
nand2b_1,11
o221ai_1,19
nand4_1,14
o21ai_0,70
nand2_1,79
o22ai_1,41
a22oi_1,42
[critical path: stages]
cell	delay (ps)
buf_2	330
buf_4	480
buf_4	490
or2_2	500
nor3_2	80
buf_4	220
a222oi_1	300
o221ai_2	210
a2111oi_0	320
a21oi_1	130
clkdlybuf4s50_1	420
[routing by layer]
layer,vias up,wire [um]
met1,3692,13000
li1,3277,-
met5,-,0
met3,186,5140
met4,0,2190
met2,890,14100
[logic make-up after synthesis]
kind of cell | after synthesis
mux | 18
buf+inv | 158
simple gates | 294
xor+xnor | 1
compound gates | 384
[cell usage after synthesis (all sizes together) (14+ instances only)]
master and number:
a211oi 14, nand2b 14, o22ai 41, nor3 32, o221ai 21, nand3 30, nand4 14, clkbuf 48
nand2 82, a21oi 54, nor2 51, buf 97, o21ai 76, a31oi 14, a22oi 42
[report_power, final]
part / internal (mW) / total (mW) / switching [mW]
clock: 0 / 0 / 0
combinational: 0.131 / 0.358 / 0.228
sequential: 0 / 0 / 0
[metrics by stage]
stage / hold WS (ps) / utilization (%) / instance area [um^2] / worst slack, ps
after floorplan: 3430 / - / 5430 / 3290
after global placement: 4300 / 33.7 / 5890 / 1340
after detailed placement: 4300 / 33.7 / 5890 / 1460
after CTS: 4300 / 33.7 / 5890 / 1440
after global routing: 4350 / 33.7 / 5890 / 1180
final: 4310 / 33.7 / 5890 / 1330
